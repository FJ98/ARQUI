### /design/flow/design.v
module Add(entrada1,entrada2,salida);
input wire [31:0] entrada1,entrada2;
output reg [31:0] salida;
always@(*) 
begin
	salida <= entrada1+entrada2;
end
endmodule
### /design/flow/run.sh
#!/bin/bash
# OpenROAD 26Q1-2900-gdf79404cd8, Yosys 0.63+post, stock flow scripts
make -C /OpenROAD-flow-scripts/flow DESIGN_CONFIG=/design/flow/config.mk WORK_HOME=/design/flow/orfs finish
### /design/flow/config.mk
export PLATFORM = sky130hd
export DESIGN_NAME = Add
export DESIGN_NICKNAME = Add
export VERILOG_FILES = /design/flow/design.v
export SDC_FILE = /design/flow/constraint.sdc
export NUM_CORES = 4
export LEC_CHECK = 1
export CORE_AREA = 10 10 107 107
export DIE_AREA = 0 0 117 117
### /design/flow/constraint.sdc
current_design Add

set clk_period 18.1
set clk_io_pct 0.2

create_clock -name clk0 -period $clk_period

set non_clock_inputs [all_inputs -no_clocks]
set_input_delay [expr $clk_period * $clk_io_pct] -clock clk0 $non_clock_inputs
set_output_delay [expr $clk_period * $clk_io_pct] -clock clk0 [all_outputs]
==> results.txt <==
Results of the full flow below.

Global routing:
- The run gives the global-route met2 utilization as 15.1%.
- The global router reports that the layer with the highest usage is met2.
- The run gives the largest net degree at the start of global routing as 11.
- The run gives the number of antenna violations at the first check in global routing as 0.
- The run gives the number of global-route vias before repair as 2103.
- After global routing the overflow that remains totals 0.
- The run gives the routing usage on met3 as 3.04%.
- On met1, the global router reports a usage of 11.4%.
- The run gives the global routing usage summed across all routing layers as 8.95%.
- The run puts the first-pass GRT wire length at 10200 um.

Place:
- The run puts the cell total after placement at 437.
- Once detailed placement completed, the half-perimeter wirelength came to 5600 um.
- The run gives the last weighted congestion value of the routability-driven placer as 0.828.
- The run gives the area of placed instances as 2800 um^2.
- The run gives the number of port buffers as 96.

Setup path:
- The OpenROAD report gives the critical path a data arrival time of 6.61 ns.
- The run gives the kind of end point of the critical path as an output port.
- The worst setup path is launched from an input pin.
- The setup path with the least slack is of type in -> out.
- According to the timing report, the data required time at the worst endpoint equals 14.48 ns.
- Max fanout on the critical path was recorded as 4.

Layout:
- The run gives the sequential cell count as 0.
- The run gives the count of placed standard cells in the final layout, fillers left out as 437.
- The run puts the final core utilization at 30.4%.
- The run gives the total area of sequential cells as 0 um^2.
- The run gives the total of clock buffers placed in the layout as 0.
- The run puts the layout-stage area growth over the synthesis result at 60.5%.
- Per the final layout report, the fraction of cells sized above drive strength 1 comes to 3.07%.
- The run gives the total non-filler cell area in the finished layout as 2800 um^2.

Power and ir drop:
- The run puts the overall power consumption at 0.000109 W.
- The highest supply drop recorded on VDD is 0.0152 mV.
- In this run the power spent charging and discharging nets is 0.0000442 W.
- The run puts the power per unit of standard cell area at 38.8 nW/um^2.
- The run gives the internal cell power as 0.0000645 W.
- The run gives the share of total power consumed by net switching as 40.7%.
- The run puts the part of the total power dissipated in the clock network at 0%.
- The run puts the portion of total power attributed to combinational logic at 100.0%.
- The run puts the static leakage at 1.18 nW.
- The run puts the sequential fraction of design power at 0%.

STA:
- The run gives the worst-margin pin slew as 0.562 ns.
- The run gives the number of hold violations in the final report as 0.
- The run gives the final setup TNS as 0 ns.
- The run puts the maximum clock frequency at 0.0977 GHz.
- Setup repair after global routing left no endpoint under its margin.
- The run gives the final critical-path share of the clock period as 56.5%.
- The run puts the count of endpoints failing setup in the final report at 0.
- The run gives the final critical delay including setup and external delays as 10.23 ns.
- The run puts the worst relative slew slack at 61.6%.
- In the final report, the number of pins over their slew limit comes to 0.

Floorplan:
- The run puts the area of the core at 9200 um^2.
- The run puts the die area at 13700 um^2.
- The run puts the core utilization at floorplan at 19.0%.
- The run gives the number of top-level pins as 96.
- The run puts the cell row count at 35.
- The run puts the width of the chip at 117 um.
- In this run the vertical extent of the chip is 117 um.

Status:
- The flow ran to the end, and the final reports show no timing, DRC or antenna violations.

Detailed routing:
- In this run the remaining antenna-violating nets after routing total 0.
- The run puts the DRC violation count after routing at 0.
- The run puts the via total after detailed routing at 2120.
- The run puts the number of DRC markers after the initial detailed-route iteration at 83.
- The run puts the antenna diode count at 0.
- The run puts the number of iterations in the first detailed-routing pass at 6.
- The run gives the post-detailed-route wirelength per cell as 14.6 um.
- The run puts the total wire length at 6400 um.
- In the routed layout, each cell is associated on average with a via count of 4.85.

Logic synthesis:
- The run gives the cell count listed in synth_stat.txt as 241.
- Warnings reported by Yosys during synthesis add up to 1.
- The run puts the area share of the largest cell type after synthesis at 22.2%.
- The main area contributors are sky130_fd_sc_hd__ha_1, sky130_fd_sc_hd__a21oi_1, sky130_fd_sc_hd__a21o_1.
- The run puts the chip area estimate from yosys synthesis at 1740 um^2.
- In this run the cell area of the synthesized design comes to 1740 um^2.
- Synthesis produced a netlist whose cell count is 241.
- The run gives the synthesized area divided by synthesized cell count as 7.24 um^2.
- The run puts the portion of the post-synthesis area used by sequential elements at 0%.
- The run puts the number of distinct standard cells referenced by the synthesized netlist at 50.
- By count the netlist is led by sky130_fd_sc_hd__ha_1, sky130_fd_sc_hd__a21oi_1, sky130_fd_sc_hd__a21o_1.
- The largest total area in the synthesized netlist belongs to sky130_fd_sc_hd__ha_1.
- Looking at the gate-level netlist, the highest instance count belongs to sky130_fd_sc_hd__ha_1.

CTS:
- The run gives the count of hold-fix buffers inserted at cts as 0.
- The run gives the post-cts sizing count as 0.
- The run puts the number of buffers added for setup after CTS at 0.

Job:
- The run puts the max capacitance violation total at 0.
- The run gives the tool warning count as 32.

Hold path:
- The worst hold path belongs to the class in -> out.
## per-layer routing
metal / up-vias / part of all wire [%]
met4: 0 / 0.22
met5: - / 0
met1: 963 / 44
met3: 2 / 10
met2: 63 / 45
li1: 1092 / -
## power by group through the flow
stage     combinational, W  clock [W]  sequential (W)
6_report          0.000109          0               0
5_1_grt           0.000121          0               0
4_1_cts           0.000110          0               0
## worst max-delay path: stages
cell                              delay, ns
sky130_fd_sc_hd__clkdlybuf4s50_1       0.41
sky130_fd_sc_hd__ha_1                  0.24
sky130_fd_sc_hd__fa_1                  0.40
sky130_fd_sc_hd__a21o_1                0.22
sky130_fd_sc_hd__a31o_2                0.28
sky130_fd_sc_hd__nand3_1               0.09
sky130_fd_sc_hd__o221ai_1              0.24
sky130_fd_sc_hd__a311oi_1              0.36
sky130_fd_sc_hd__o21bai_1              0.11
sky130_fd_sc_hd__xor2_1                0.14
sky130_fd_sc_hd__clkdlybuf4s50_1       0.50
## cells by family after synthesis
family	Yosys count	synth area share [%]
compound gates	97	39.3
fa+ha+maj	32	23.4
xor+xnor	28	14.1
simple gates	65	18.3
mux	2	1.15
buf+inv	17	3.80
## cell type report
cell class	instances	area, um^2
fillers	985	6400
inverters	6	22.5
multi-input cells	224	1680
well taps	111	139
repair buffers	96	961
## stage by stage
| stage | worst slack, ns | hold slack [ns] |
|---|---|---|
| 2_1_floorplan | 9.03 | 7.31 |
| 3_3_place_gp | 7.88 | 8.27 |
| 3_5_place_dp | 7.87 | 8.28 |
| 4_1_cts | 7.87 | 8.28 |
| 5_1_grt | 7.70 | 8.31 |
| 6_report | 7.87 | 8.27 |
## path summary, 6_finish.rpt
kind                     from    endpoint  slack, ns  cells after the start
setup / recovery  entrada1[0]  salida[26]       7.87                     11
hold / removal    entrada2[0]   salida[0]       8.27                      3
## layout by cell type (no fill, tap or decap), types with 3 or more instances in the layout
| master | instances |
|---|---|
| sky130_fd_sc_hd__clkdlybuf4s50_1 | 96 |
| sky130_fd_sc_hd__ha_1 | 31 |
| sky130_fd_sc_hd__a21oi_1 | 29 |
| sky130_fd_sc_hd__a21o_1 | 19 |
| sky130_fd_sc_hd__nand2_1 | 18 |
| sky130_fd_sc_hd__xor2_1 | 15 |
| sky130_fd_sc_hd__o21ai_0 | 13 |
| sky130_fd_sc_hd__xnor2_1 | 13 |
| sky130_fd_sc_hd__nor2_1 | 12 |
| sky130_fd_sc_hd__nand3_1 | 10 |
| sky130_fd_sc_hd__nand4_1 | 8 |
| sky130_fd_sc_hd__inv_1 | 6 |
| sky130_fd_sc_hd__o21bai_1 | 4 |
| sky130_fd_sc_hd__nor3_1 | 4 |
| sky130_fd_sc_hd__or2_2 | 3 |
| sky130_fd_sc_hd__a211oi_1 | 3 |
| sky130_fd_sc_hd__o211ai_1 | 3 |
| sky130_fd_sc_hd__a31oi_1 | 3 |
Power figures rest on the tool's default switching activity, not on a simulated workload.
