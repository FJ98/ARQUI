File: flow/config.mk
export PLATFORM = sky130hd
export DESIGN_NAME = mux
export DESIGN_NICKNAME = mux
export VERILOG_FILES = /design/flow/design.v
export SDC_FILE = /design/flow/constraint.sdc
export NUM_CORES = 4
export LEC_CHECK = 1
export CORE_AREA = 10 10 70 70
export DIE_AREA = 0 0 80 80
File: flow/constraint.sdc
current_design mux

set clk_period 1.0
set clk_io_pct 0.2

create_clock -name clk0 -period $clk_period

set non_clock_inputs [all_inputs -no_clocks]
set_input_delay [expr $clk_period * $clk_io_pct] -clock clk0 $non_clock_inputs
set_output_delay [expr $clk_period * $clk_io_pct] -clock clk0 [all_outputs]
File: flow/run.sh
#!/bin/bash
# OpenROAD 26Q1-2900-gdf79404cd8, Yosys 0.63+post, stock flow scripts
make -C /OpenROAD-flow-scripts/flow DESIGN_CONFIG=/design/flow/config.mk WORK_HOME=/design/flow/orfs finish
File: flow/design.v
module mux#(parameter W = 32)(input selector, input [W-1:0] entrada0, input [W-1:0] entrada1, output reg [W-1:0]salida);
always@(*)
begin	
	if(selector)begin
		salida <= entrada1;
		end
	else begin
		salida <= entrada0;
		end
end
endmodule
==> flow_metrics.rpt <==
==== FLOW RESULTS ====
----------------------------------------------------
[Critical path]
  Crit-path max cell delay ........................ 0.30 ns
  Worst-path maximum fanout ........................ 7
  CP cell instances ........................ buf_12 > buf_12 > buf_8 > mux2_4 > buf_6
  Highest-delay cell along the critical path ........................ mux2_4
  Kind of capture point of the worst setup path ........................ primary output
  Arrival time reported for the critical path endpoint ........................ 0.98 ns
  Kind of start point of the critical path ........................ input port
  Setup Crit Path Kind ........................ in2out
  Required time at the endpoint of the critical path ........................ 0.80 ns
  Cell repeated most along the worst path ........................ buf_12

[Routing]
  Remaining antenna violation count after routing ........................ 0
  Antenna diode count ........................ 0
  DRC violations left ........................ 0
  Initial detailed-routing violation count ........................ 4
  Total via count after detailed routing ........................ 730
  Post-DR vias/cell ........................ 3.80
  Wirelength per Cell ........................ 14.8 um
  Detailed Routing Iterations Pass 1 ........................ 2
  Post-detailed-routing wire length ........................ 2850 um

[Synthesis]
  Top cell type by total area after synthesis ........................ mux2_4
  Yosys Instances ........................ 36
  Leading cell types by total area after synthesis ........................ mux2_4 83%, buf_12 11%, mux2_2 4.1%, buf_6 2.1%
  Sequential-to-total area share from yosys stat ........................ 0
  Netlist area before placement ........................ 544 um^2
  Count of different cell masters after synthesis ........................ 4
  Average instance area after synthesis ........................ 15.1 um^2
  Number of warnings reported in the yosys synthesis log ........................ 1
  Top cell type's share of synthesized area ........................ 0.828
  Yosys chip area ........................ 544 um^2
  Number of standard cells after synthesis ........................ 36

[Final layout]
  Layout cell share with drive strength beyond 1 ........................ 0.562
  FF+latch count ........................ 0
  Area overhead of the layout relative to synthesis ........................ 212%
  Storage element area ........................ 0 um^2
  Layout Utilization ........................ 0.497
  CLK BUF ........................ 0

[STA]
  Slew at the pin with the worst max-slew slack ........................ 0.0611 ns
  Final Critical Period ........................ 1.18 ns
  Worst max-slew margin expressed relative to the limit ........................ 0.959
  Setup violation total in the final timing report ........................ 32
  Setup repair after global routing missed its margin ........................ yes
  Crit share post-route ........................ 1.18
  Slack of the critical path ........................ -0.175 ns
  Count of final hold-check violations ........................ 0
  Fin. max-slew vios ........................ 0
  Fmax ........................ 851 MHz

[Floorplanning]
  Core Box Area ........................ 0.00342 mm^2
  Total Die Area ........................ 0.00640 mm^2
  Die W ........................ 80 um
  Core Density at Floorplan ........................ 0.159
  Number of top-level pins ........................ 97
  Die span in y ........................ 80 um
  Number of placement rows ........................ 21

[Placed design]
  # port buffers ........................ 97
  Placed wire-length estimate ........................ 2400 um
  Gp weighted congestion ........................ 0.760
  Place WS ........................ -0.497 ns

[GRT]
  Largest net degree at the start of global routing ........................ 8
  Via count of the first global-routing pass ........................ 824
  GRT Residual Overflow ........................ 0
  Global-route usage over all layers ........................ 0.0787
  Wire length of the first global-routing pass ........................ 4150 um
  Antenna violations before repair ........................ 0

[Flow run]
  Maxcap violations ........................ 0
  Number of warnings the tools reported ........................ 34

[Clocking]
  Hold Buf Count CTS ........................ 0

[Power and ir drop]
  IR drop worst, VDD ........................ 0.000173 V
  Power per cell area ........................ 389 mW/mm^2
  Static power due to leakage ........................ 0.000990 uW

[Hold path]
  Hold-critical path endpoint ........................ salida[24]
  Min-delay src ........................ entrada0[24]
  Min-Delay Path Depth ........................ 3
  Hold Crit Class ........................ in2out

[Outcome]
  Run status ........................ finished, violations left
  Violations in the final reports ........................ negative setup slack

----------------------------------------------------
-- cells in the final DEF (no fill, tap or decap) --
master / Yosys / layout
buf_12: 3 / 3
mux2_4: 30 / 32
buf_6: 1 / 29
buf_16: 0 / 1
buf_4: 0 / 2
buf_2: 0 / 12
dlymetal6s2s_1: 0 / 14
dlygate4sd2_1: 0 / 40
buf_8: 0 / 3
clkdlybuf4s50_1: 0 / 10
-- report_power, final --
group | internal (uW) | switching [uW]
sequential | 0 | 0
combinational | 519 | 141
clock | 0 | 0
-- final cells by class --
class	count	area, um^2
Timing Repair Buffer	114	1160
Tap cell	46	57.6
Multi-Input combinational cell	32	480
Fill cell	327	1720
-- how the worst max path moves through the flow --
stage                     from  slack (ns)         end
after CTS             selector       -0.18   salida[0]
after global routing  selector       -0.19  salida[31]
final                 selector       -0.18  salida[31]
-- synth_stat cells --
cell,instances
mux2_2,2
buf_6,1
mux2_4,30
buf_12,3
-- what timing repair did --
| item | CTS | global route |
|---|---|---|
| setup buffers | 14 | 0 |
| resized | 170 | 23 |
| cloned | 1 | 0 |
| setup endpoints to repair | 32 | 32 |
| pin swaps | 0 | 0 |
-- metrics by stage --
stage	total power, uW	setup TNS, ns	cells	hold WS (ns)	area [um^2]
global route	706	-5.62	192	0.714	1700
CTS	644	-5.20	192	0.800	1610
finish	660	-5.03	192	0.694	1700
detailed placement	655	-15.27	177	1.33	1540
global placement	654	-15.25	177	1.33	1540
floorplan	206	0	36	0.498	544
-- kinds of logic (layout without fill, tap and decap cells) --
kind of cell,Yosys count,after routing,synth area share
buffers and inverters,4,114,0.131
muxes,32,32,0.869
-- critical path: cells and delay by family --
family | cells | cell delay, ns
buffers and inverters | 4 | 0.47
multiplexers | 1 | 0.30
-- layer usage --
metal | wire [um] | vias up | global-route usage
li1 | - | 362 | -
met5 | 0 | - | 0
met3 | 313 | 0 | 0.0307
met1 | 1140 | 317 | 0.0897
met2 | 1390 | 51 | 0.143
met4 | 0 | 0 | 0
Power figures rest on the tool's default switching activity, not on a simulated workload.
