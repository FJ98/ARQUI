$ cat flow/design.v
module program_counter(input reg[31:0] entrada, input wire clock, output reg[31:0] salida);
reg validar;
initial begin
	salida = 0;
	validar = 0;
end
always @(posedge clock)
begin
	if(validar == 1)
	begin
	salida = entrada;
	end
	else if(validar ==0)
	begin
	salida = 0;
	validar = 1;
	end
end
endmodule
$ cat flow/config.mk
export PLATFORM = sky130hd
export DESIGN_NAME = program_counter
export DESIGN_NICKNAME = program_counter
export VERILOG_FILES = /design/flow/design.v
export SDC_FILE = /design/flow/constraint.sdc
export NUM_CORES = 4
export LEC_CHECK = 1
export CORE_AREA = 10 10 103 103
export DIE_AREA = 0 0 113 113
$ cat flow/run.sh
#!/bin/bash
# OpenROAD 26Q1-2900-gdf79404cd8, Yosys 0.63+post, stock flow scripts
make -C /OpenROAD-flow-scripts/flow DESIGN_CONFIG=/design/flow/config.mk WORK_HOME=/design/flow/orfs finish
$ cat flow/constraint.sdc
current_design program_counter

set clk_period 1.7
set clk_io_pct 0.2

create_clock -name clk0 -period $clk_period [get_ports {clock}]

set non_clock_inputs [all_inputs -no_clocks]
set_input_delay [expr $clk_period * $clk_io_pct] -clock clk0 $non_clock_inputs
set_output_delay [expr $clk_period * $clk_io_pct] -clock clk0 [all_outputs]
==> flow_summary.ini <==
; physical design summary
[synth]
synth.distinct_cells = 4
postSynthAreaPerCell_um2 = 13.33
synth_stat.cells = 69
yosys_area_um2 = 919.6
syn_inst = 69
synth-warning-count = 1
mappedNetlistArea_um2 = 919.6
ys_ff = 33
synth-seq-area-share_pct = 71.84

[final_timing]
finalSetupViolCount = 0
worst_slew_pin_slew_ns = 0.5457
hold_viol_final = 0
report.final.slew_viol_count = 0
clock-skew-final_ns = 0.006326
tns_ns = 0
max_freq_ghz = 0.7088
final_min_period_over_clock_period_pct = 82.99
slew_headroom_pct = 63.57
rsz0062_at_grt = no
min_period_ns = 1.411

[worst_hold_path]
min-delay-start = entrada[19]
worst_hold_path.num_cells = 2
hold_class = in -> reg

[global_routing]
initial_antenna_violation_count = 0
grt_pass1_vias = 772
grt_max_degree = 18
global_route.usage.total_pct = 4.253
grt_first_pass_wirelength_mm = 4.347
gr_overflow_total = 0

[clock_tree]
cts_buffers = 5
clk_pin_slew_worst_paths_ns = 0.07
tritoncts = built
max-clock-path-buffers = 2
tritoncts_num_sinks = 33
clockRootBuffer = clkbuf_8
h-tree-depth = 2
post_cts_buffers = 0
cts_repair_resize_count = 0
holdBufCountCts = 0
later_pin_clock_latency_in_the_skew_report_ns = 0.28

[status]
status = complete, no violations

[drt]
drt_iter0_markers = 5
drt-wirelength-per-cell_um = 11.37
totalWireLength_mm = 2.762
route.vias.total = 687
dr.pass1.iters = 3
drc_errors = 0
final_antenna_net_count = 0
detail_route.antenna_diodes = 0
viasPerCell = 2.827

[critical_path]
worstReg2RegStart = validar$_DFF_P_
path_cells = clkdlybuf4s50_1
data_arrival_time_at_the_worst_slack_endpoint_ns = 1.07
setup.worst_path.start = salida[27]$_SDFF_PN0_
cp_slowest_stage_delay_ns = 0.49
timing.critical_path.fanout_max = 1
timing.critical_path.slowest_stage_cell = clkdlybuf4s50_1
worst_setup_path_end_kind = output port
worst_path_dominant_cell_family = buffers and inverters
crit_type = reg -> out
start_kind = register
critical_path_required_ns = 1.36
cp.depth = 1
r2r_cells = 2
timing.critical_path.buf_inv = 1

[floorplanning]
overall_chip_area_um2 = 12770
fp_util_pct = 11.08
ios = 65
fp.coreArea_um2 = 8299
die_width_um = 113
placementRows = 33
die_y_um = 113

[place]
placed_cells_incl_taps = 236
dp.final_hpwl_mm = 2.197
finalWeightedCongestion = 0.6717
port_buffers = 64

[job]
log.warning_count = 25
max-cap-violations = 0

[pwr]
total_power_per_unit_cell_area_nw_per_um2 = 900.5
power_leakage_uw = 0.0006820
peakVddDrop_mv = 0.3267

[cells_and_area]
area_growth_syn_to_layout_pct = 93.88
post_route_cells_drive_above_1_share_pct = 28.26
post_layout_nonfiller_instances = 243
post-route-util_pct = 21.48
fill_cells = 885
-- worst paths after layout --
check | end | slack (ns)
setup / recovery | salida[27] | 0.29
hold / removal | salida[19]$_SDFF_PN0_ | 0.65
setup reg to reg | salida[30]$_SDFF_PN0_ | 0.63
hold reg to reg | salida[22]$_SDFF_PN0_ | 0.78
-- placed cells by master, fill, tap and decap left out, drive strengths merged --
master,count
clkbuf,7
and2,32
buf,1
conb,1
dfxtp,33
clkdlybuf4s50,64
-- cell families after synthesis --
logic type             Yosys count  share of synthesized area (%)
DFF                             33                          71.84
other                            1                         0.4078
and+or+nand+nor                 32                          26.12
buffers and inverters            3                          1.632
-- synthesized netlist by cell type (all sizes together) --
cell | number | area (µm²)
and2 | 32 | 240.2
clkbuf | 3 | 15.01
conb | 1 | 3.750
dfxtp | 33 | 660.6
-- final cells by class --
class | instances | area, µm² | share of cell area, %
sequential | 33 | 660.6 | 37.05
timing repair buffer | 65 | 660.6 | 37.05
multi-input combinational | 33 | 244.0 | 13.68
tap | 105 | 131.4 | 7.368
clock buffer | 7 | 86.33 | 4.842
-- sequential cells by signal, summed over array words and instances (netlist names) --
signal	flops
salida	32
validar	1
-- worst reg2reg max path, cell delays in order, from the launching register on --
cell     delay (ns)
dfxtp_1        0.66
buf_12         0.20
and2_2         0.15
-- report_power, final --
part	switching (µW)	leakage (µW)	total (µW)	internal (µW)
sequential	14.9	0.000275	830	815
combinational	26.9	0.000362	183	156
clock	272	0.0000443	593	321
-- through the flow --
step	total power, µW	setup WS, ns	hold slack (ns)	instance area (µm²)
2_1_floorplan	870.0	0.9814	0.4762	919.6
3_3_place_gp	1034	0.5675	0.7922	1697
3_5_place_dp	1037	0.5488	0.8379	1697
4_1_cts	1668	0.2486	0.6361	1783
5_1_grt	1704	0.2232	0.6423	1783
6_report	1606	0.2892	0.6537	1783
-- per-layer routing --
metal	track usage [%]	up-vias	wire length [µm]
li1	-	339	-
met1	4.760	304	1122
met2	6.567	39	1212
met3	3.045	5	402
met4	0.6768	0	24
met5	0	-	0
Power is estimated from default activity; no workload was simulated.
